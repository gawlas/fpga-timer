$ cat flow/run.sh
#!/bin/bash
# OpenROAD 26Q1-2900-gdf79404cd8, Yosys 0.63+post, stock flow scripts
make -C /OpenROAD-flow-scripts/flow DESIGN_CONFIG=/design/flow/config.mk WORK_HOME=/design/flow/orfs finish
$ cat flow/config.mk
export PLATFORM = sky130hd
export DESIGN_NAME = input_logic
export DESIGN_NICKNAME = input_logic
export VERILOG_FILES = /design/flow/design.v
export SDC_FILE = /design/flow/constraint.sdc
export NUM_CORES = 4
export LEC_CHECK = 1
export CORE_UTILIZATION = 30
$ cat flow/constraint.sdc
current_design input_logic

set clk_period 3.4
set clk_io_pct 0.2

create_clock -name clk0 -period $clk_period [get_ports {CLK}]

set non_clock_inputs [all_inputs -no_clocks]
set_input_delay [expr $clk_period * $clk_io_pct] -clock clk0 $non_clock_inputs
set_output_delay [expr $clk_period * $clk_io_pct] -clock clk0 [all_outputs]
$ cat flow/design.v
`timescale 1ns / 1ps
module debouncer(
    input wire IN,
    input wire CLK,
    input wire RST_N,
    output reg OUT
    );
    localparam CLOCK_FREQ = 100_000_000;     
    localparam DEBOUNCE_TIME_MS = 20;        
    localparam THRESHOLD = (CLOCK_FREQ * DEBOUNCE_TIME_MS) / 1000;
    reg [$clog2(THRESHOLD)-1:0] counter = 0;
    always @(posedge CLK or negedge RST_N) begin
        if (RST_N == 1'b0) begin
            counter <= 0;
            OUT <= 0;
        end
        else if (IN == OUT) begin
            counter <= 0;
        end
        else begin
            counter <= counter + 1;
            if (counter >= THRESHOLD) begin
                OUT <= IN;
                counter <= 0;
            end
        end
    end
endmodule
`timescale 1ns / 1ps
module input_logic(
    input [3:0] IN,
    input CLK,
    input RST_N,
    output [3:0] OUT
    );
    wire [3:0] synchronizer_out;
    wire [3:0] debouncer_out;
    wire [3:0] edge_out;
    assign OUT = edge_out;
    genvar i;
    generate
        for (i = 0; i < 4; i = i + 1) begin
            synchronizer SYNCHRONIZER (
                .CLK(CLK),
                .RST_N(RST_N),
                .IN(IN[i]),
                .OUT(synchronizer_out[i])
            );
            debouncer DEBOUNCER (
                .CLK(CLK),
                .RST_N(RST_N),
                .IN(synchronizer_out[i]),
                .OUT(debouncer_out[i])
            );
            pos_edge_detector EDGE_DETECTOR (
                .CLK(CLK),
                .RST_N(RST_N),
                .IN(debouncer_out[i]),
                .OUT(edge_out[i])
            );
        end
    endgenerate
endmodule
`timescale 1ns / 1ps
module pos_edge_detector(
    input IN,
    input CLK,
    input RST_N,
    output OUT
    );
    reg delay;
    reg buff;
    always @(posedge CLK or negedge RST_N) begin
        if (RST_N == 1'b0) begin
            delay <= 0;
            buff <= 0;
        end
        else begin
            buff <= IN;
            delay <= buff;
        end
    end
    assign OUT = buff & ~delay;
endmodule
`timescale 1ns / 1ps
module synchronizer(
    input wire IN,
    input RST_N,
    input wire CLK,
    output wire OUT
    );
    reg stage1, stage2, stage3;
    always @(posedge CLK or negedge RST_N) begin
        if (RST_N == 1'b0) begin
            stage1 <= 0;
            stage2 <= 0;
            stage3 <= 0;
        end
        else begin
            stage1 <= IN;
            stage2 <= stage1;
            stage3 <= stage2;
        end
    end
    assign OUT = stage3;
endmodule
==> impl_metrics.ini <==
; synthesis and place-and-route metrics
[floorplanning]
die_y_um = 130.4
ios = 10
rows = 46
fp_util = 0.3091
die_w_um = 130.4
dieArea_um2 = 17000
core_um2 = 16000

[placement]
place_congestion = 0.7774
port_buffers = 9
dp_hpwl_um = 5229
post-place-ws_ns = 1.189
placed_area_um2 = 5255
dp_cells = 690

[pwr]
power.share.clock = 0.443
pwr_density_cell_nw_per_um2 = 449.3
power_mw = 2.504
pwr-share-comb = 0.031
p_leak_nw = 2.366
switchingPower_uw = 513.8
internal-power_mw = 1.991
vdd_drop_max_v = 0.0002294
switching_share = 0.2051
power.share.sequential = 0.527

[cts]
h-tree-depth = 3
cts_tree = built
path_clk_slew_ns = 0.07
hold_buffers = 0
clk-insertion-delay-late_ns = 0.34
cts_buffers = 9
cts-resized-gates = 0
cts_buffer_depth = 2
clock_sinks = 108
post-cts-setup-buffers = 0
cts_root_buffer = clkbuf_16

[min_path]
hp-class = reg2reg
hold_depth = 0
hold_path_end = genblk1[3].SYNCHRONIZER.stage3
min_from = genblk1[3].SYNCHRONIZER.stage2

[timing]
setup_violations = 0
period_minus_slack_ns = 2.187
max_slew_margin = 0.4540
worst_pin_slew_ns = 0.8190
skew_ns = 0.007279
rsz0062_at_grt = no
hold_violations = 0
slew_violations = 0
fin_crit_sh = 0.6434
holdWs_ns = 0.3502
setup_ws_ns = 1.213
fmax_mhz = 457.1
fin_setup_tns_ns = 0

[worst_setup_path]
cpPeakStageDelay_ns = 0.54
crit_arrival_ns = 2.44
cp-end-kind = flip-flop
r2r-end = genblk1[1].DEBOUNCER.counter[19]
ff2ff_path_depth = 4
cpLargestDelayFamily = simple AND/OR/NAND/NOR gates
crit_path_start_kind = flip-flop
reg2reg_slack_ns = 1.21
cp_max_fo = 21
critPathSlowestCell = or4_1
path_cells = or4_1 -> o311a_1 -> nand2b_1 -> a21oi_1
r2r-start = genblk1[1].DEBOUNCER.counter[16]
cp_num_buf_inv = 0
worst-setup-path-type = reg2reg
required_ns = 3.65

[final_layout]
logic_area_um2 = 2077
drive_above_1_share = 0.05306
fin_util = 0.3484
nFillCells = 1578
seq_area_um2 = 2703
syn_to_final_growth_pct = 12.70
final_cell_area_um2 = 5574
stdcell_count = 706

[yosys]
synth_area_um2 = 4946
ys_seq_share = 0.5464
netlist_instances = 479
ys_async_sr_fraction = 1.000
synth_warnings = 3
yosysCellCount = 479
avgSynthCellArea_um2 = 10.33
synth_flops = 108
edf_count = 0
synthFlopType = dfrtp_1
ys_area_um2 = 4946
synth_cell_types = 35

[grt]
track_usage = 0.1081
grt_pass1_wl_um = 14900
grt_pass1_vias = 3290
antenna_found_initial = 0
grt_overflow = 0
grt_max_degree = 61

[drt]
drt_iter0_drc = 214
firstDrtPassIters = 4
via_count = 3340
drt-wirelength-per-cell_um = 11.52
drc = 0
wl_um = 8132
postRouteAntennaNets = 0
diodes = 0
viasPerCell = 4.731

[status]
status = finished clean

[flow_run]
drv_cap = 0
tool_warnings = 33
logic make-up (layout without fill, tap and decap cells):
group,count (synthesis),after routing,share of synthesized area
adder cells (fa/ha/maj),8,8,0.02024
flip-flops,108,108,0.5464
AND/OR/NAND/NOR,207,207,0.2231
buffers and inverters,39,50,0.03365
multiplexers,4,4,0.009106
AND-OR/OR-AND,58,58,0.07008
XOR/XNOR,55,55,0.09739
synth_stat cells, drive strengths merged, types with 6 or more instances:
cell,number,area [µm²]
a21oi,22,110.1
and3,10,62.56
and4,15,131.4
buf,6,42.54
clkbuf,11,41.29
dfrtp,108,2703
ha,8,100.1
inv,22,82.58
nand2,21,78.83
nand3,27,135.1
nand4,22,152.7
nor2,65,244.0
nor3,7,35.03
nor4,6,37.54
o21ai,16,80.08
o31ai,7,52.55
or3,14,88.84
or4,10,75.07
xnor2,20,175.2
xor2,35,306.5
worst register-to-register path, stage by stage (launching register included):
cell and delay, ns:
dfrtp_1 0.42, or4_1 0.54, o311a_1 0.36, nand2b_1 0.51, a21oi_1 0.28
registers in the layout, indices dropped and copies added (netlist names):
name and cells:
genblk1.SYNCHRONIZER.stage2 4, genblk1.SYNCHRONIZER.stage3 4, genblk1.SYNCHRONIZER.stage1 4, genblk1.DEBOUNCER.OUT 4
genblk1.DEBOUNCER.counter 84, genblk1.EDGE_DETECTOR.buff 4, genblk1.EDGE_DETECTOR.delay 4
worst max path at each step:
stage | slack (ns) | to | cells after the start | startpoint
after CTS | 1.19 | genblk1[1].DEBOUNCER.counter[19] | 4 | genblk1[1].DEBOUNCER.counter[16]
after global routing | 1.03 | genblk1[1].DEBOUNCER.counter[11] | 4 | genblk1[1].DEBOUNCER.counter[16]
final | 1.21 | genblk1[1].DEBOUNCER.counter[19] | 4 | genblk1[1].DEBOUNCER.counter[16]
metal layers:
metal	share of wire	track usage	routed length [µm]
met5	0	0	0
met4	0.0095	0.01082	77
met3	0.030	0.02114	240
met2	0.45	0.1752	3669
met1	0.51	0.1602	4144
power groups by stage:
stage     clock (mW)  combinational (mW)  sequential (mW)
4_1_cts         1.15              0.0806             1.32
5_1_grt         1.20              0.0925             1.32
6_report        1.11              0.0765             1.32
cell type report:
type | instances | area share
flip-flops and latches | 108 | 0.4848
multi-input cells | 332 | 0.3726
well taps | 216 | 0.04848
clock buffers | 12 | 0.04422
repair buffers | 12 | 0.02200
inverters | 22 | 0.01481
clock inverters | 4 | 0.01302
layout by cell type (no fill, tap or decap), drive strengths merged, types with 6 or more instances in the layout:
cell,count
a21oi,22
and3,10
and4,15
clkbuf,12
clkdlybuf4s50,8
dfrtp,108
ha,8
inv,22
nand2,21
nand3,27
nand4,22
nor2,65
nor3,7
nor4,6
o21ai,16
o31ai,7
or3,14
or4,10
xnor2,20
xor2,35
Power and IR drop assume default switching activity.
