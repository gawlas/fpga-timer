==> flow/design.v <==
`timescale 1ns / 1ps
module bcd_2bit_to_1hot(
    input [1:0] IN,
    output reg [7:0] OUT
    );
    always @(*) begin
        case (IN)
            4'b00 : OUT = 8'b00000001;  
            4'b01 : OUT = 8'b00000010;  
            4'b10 : OUT = 8'b00000100;  
            4'b11 : OUT = 8'b00001000;  
        endcase
    end
endmodule
`timescale 1ns / 1ps
module display_controller(
    input CLK,
    input RST_N,
    output reg [1:0] SEL
    );
    localparam CLOCK_FREQ = 100_000_000;     
    localparam SINGLE_DIODE_TIME = 5;        
    localparam THRESHOLD = (CLOCK_FREQ * SINGLE_DIODE_TIME) / 1000;
    reg [$clog2(THRESHOLD)-1:0] counter = 0;
    always @(posedge CLK or negedge RST_N) begin
        if (RST_N == 1'b0) begin
            counter <= 0;
            SEL <= 2'b00;
        end
        else begin
            counter <= counter + 1;
            if (counter >= THRESHOLD) begin
                SEL <= SEL + 1;
                counter <= 0;
            end
        end
    end
endmodule
`timescale 1ns / 1ps
module mux_4bit_4_to_1(
    input [3:0] IN_0,
    input [3:0] IN_1,
    input [3:0] IN_2,
    input [3:0] IN_3,
    input [1:0] SEL,
    output reg [3:0] OUT
    );
    always @(*) begin
        case (SEL)
            2'b00 : OUT = IN_0;
            2'b01 : OUT = IN_1;
            2'b10 : OUT = IN_2;
            2'b11 : OUT = IN_3;
        endcase
    end
endmodule
`timescale 1ns / 1ps
module output_logic(
    input CLK,
    input RST_N,
    input [3:0] DIGIT_0,
    input [3:0] DIGIT_1,
    input [3:0] DIGIT_2,
    input [3:0] DIGIT_3,
    output [7:0] SEGMENT,
    output [7:0] SELECT
    );
    wire [1:0] sel;
    wire [3:0] mux_out;
    wire [7:0] segment_out;
    wire [3:0] select_out;
    assign SEGMENT = ~segment_out;
    assign SELECT = ~select_out;
    mux_4bit_4_to_1 MUX(
        .IN_0(DIGIT_0),
        .IN_1(DIGIT_1),
        .IN_2(DIGIT_2),
        .IN_3(DIGIT_3),
        .SEL(sel),
        .OUT(mux_out)
    );
    bcd_2bit_to_1hot BCD_1HOT(
        .IN(sel),
        .OUT(select_out)
    );
    seven_segment_decoder DECODER(
        .DIGIT(mux_out),
        .SEGMENT(segment_out)
    );
    display_controller CONTROLLER(
        .CLK(CLK),
        .RST_N(RST_N),
        .SEL(sel)
    );
endmodule
`timescale 1ns / 1ps
module seven_segment_decoder(
    input [3:0] DIGIT,
    output reg [7:0] SEGMENT
    );
    always @(DIGIT) begin
        case (DIGIT)
            4'b0000 : SEGMENT = 8'b00111111;  
            4'b0001 : SEGMENT = 8'b00000110;  
            4'b0010 : SEGMENT = 8'b01011011;  
            4'b0011 : SEGMENT = 8'b01001111;  
            4'b0100 : SEGMENT = 8'b01100110;  
            4'b0101 : SEGMENT = 8'b01101101;  
            4'b0110 : SEGMENT = 8'b01111101;  
            4'b0111 : SEGMENT = 8'b00000111;  
            4'b1000 : SEGMENT = 8'b01111111;  
            4'b1001 : SEGMENT = 8'b01101111;  
            default : SEGMENT = 8'b00000000;  
        endcase
    end
endmodule
==> flow/run.sh <==
#!/bin/bash
# OpenROAD 26Q1-2900-gdf79404cd8, Yosys 0.63+post, stock flow scripts
make -C /OpenROAD-flow-scripts/flow DESIGN_CONFIG=/design/flow/config.mk WORK_HOME=/design/flow/orfs finish
==> flow/config.mk <==
export PLATFORM = sky130hd
export DESIGN_NAME = output_logic
export DESIGN_NICKNAME = output_logic
export VERILOG_FILES = /design/flow/design.v
export SDC_FILE = /design/flow/constraint.sdc
export NUM_CORES = 4
export LEC_CHECK = 1
export CORE_AREA = 10 10 100 100
export DIE_AREA = 0 0 110 110
==> flow/constraint.sdc <==
current_design output_logic

set clk_period 3.2
set clk_io_pct 0.2

create_clock -name clk0 -period $clk_period [get_ports {CLK}]

set non_clock_inputs [all_inputs -no_clocks]
set_input_delay [expr $clk_period * $clk_io_pct] -clock clk0 $non_clock_inputs
set_output_delay [expr $clk_period * $clk_io_pct] -clock clk0 [all_outputs]
==> run notes <==
run metrics: status=complete, no violations, number of global-route vias before repair=1,098, fin. max-slew vios=0, TritonCTS clock tree=built, max_cap viols=0, skew final=0.00265 ns, RSZ-0062 raised after global routing=false, GR Util met3=between 1 and 1.5%, drt first pass iters=4, crit start category=primary input, Worst Hold End=CONTROLLER.counter[18], min Tclk post-route=3.13 ns, CTS Sinks=21, mean post-synth cell area=between 9 and 10 um^2, Final HPWL DP=about 2.3 mm, Placed Cells=286, total die size=12,100 um^2, clk buf depth=2, total CTS buffers=3, I/O Pins=34, post-synthesis sequential area ratio=between 30% and 40%, Worst R2R Start=CONTROLLER.counter[5], Syn Std Cell Area=1440 um^2, via/cell ratio=4.11, GRT met2 Usage=7.71%, vias post-DR=between 1k and 1.5k, post-route core utilization=between 20% and 30%, R2R depth=4, Hold Vio Cnt, Final=0, PwrDens=258 nW/um^2, GRT Max-Usage Layer=met2, Fillers=823, CTS clk-pin slew, worst paths=0.08 ns, Cells after Synth=154, routed wire length=3.16 mm, Crit. End Element=output pin, final setup violating endpoints=0, dpl cell area=1860 um^2, largest net degree at the start of global routing=22, Crit Reg-Reg Endpoint=CONTROLLER.SEL[1], Core ar.=7810 um^2, clk latency late pin=about 0.26 ns, Chip Area, Yosys=1440 um^2, Row Count=32, HP Class=flip-flop to flip-flop, Distinct cells, synth=35, global routing usage on met1=7.16%, All-Layer GR Usage=~5%, hold buffers post-CTS=0, Peak VDD IR=0.270 mV, GPL Wtd Cong=about 0.8, Max Fanout on Critical Path=3, CTS root buf=clkbuf_8, drt wl/cell=about 11 um, yosys cell count=154, post-route cell area=1990 um^2, Hold Path Depth=2, antenna viol nets, final=0, first-pass GRT wire length=5.09 mm, Final period util=97.8%, Slew HR=50.1%, 1st-iter DRT viols=about 83, Critical Setup Path Class=primary input to output pin, HP Start=CONTROLLER.counter[18], Core Density at Floorplan=18.5%, Non-Filler Instances=295, DRC errors left=0, Port Buffers=28, area grow syn2layout=38.3%, r2r setup slk=~1.4 ns, FMAX=~320 MHz, Die Ht=110 um, crit path DAT=2.49 ns, share of layout cells above drive strength 1=around 16%, Worst Tran Pin Value=0.748 ns, synth warn=5, Log Warnings=35, global route total overflow=0, Die Width=about 110 um, static leakage=between 0.0008 and 0.0009 uW, Flops after synth=21, H-tree depth=1, antenna violations before repair=0, Diodes inserted=0, CP required=2.56 ns
[what timing repair did]
action / 4_1_cts / 5_1_grt
resized: 4 / 16
setup endpoints to repair: 7 / 6
pin swaps: 4 / 9
hold endpoints to repair: 0 / 0
setup buffers: 1 / 4
[sequential cells by signal, indices dropped and copies added, names as in the netlist]
name	cells
CONTROLLER.SEL	2
CONTROLLER.counter	19
[per-stage QoR]
stage | setup TNS (ns) | worst slack, ns | hold slack, ns | total power [uW]
4_1_cts | -0.392 | -0.0906 | 0.506 | 519
3_5_place_dp | -0.577 | -0.147 | 0.485 | 342
5_1_grt | 0 | 0.0160 | 0.560 | 541
2_1_floorplan | 0 | 0.870 | 0.344 | 295
3_3_place_gp | -0.392 | -0.110 | 0.477 | 341
6_report | 0 | 0.0702 | 0.501 | 515
[synthesized netlist by cell type]
cell type / instances / area share (%)
dfrtp_1: 21 / 36
nor2_1: 18 / 4.7
inv_1: 16 / 4.2
ha_1: 11 / 9.5
a21oi_1: 9 / 3.1
nand3_1: 8 / 2.8
xnor2_1: 7 / 4.3
xor2_1: 7 / 4.3
buf_4: 5 / 2.6
mux2i_1: 5 / 3.5
nand4_1: 5 / 2.2
a222oi_1: 4 / 2.8
nor2b_1: 4 / 1.7
a21o_1: 3 / 1.6
buf_2: 3 / 1.0
nor3_1: 3 / 1.0
nor4_1: 3 / 1.3
and2_1: 2 / 0.87
and3_1: 2 / 0.87
and4_1: 2 / 1.2
o21ai_0: 2 / 0.69
a211o_1: 1 / 0.61
a21boi_0: 1 / 0.52
a21oi_2: 1 / 0.61
a31o_2: 1 / 0.61
a31oi_1: 1 / 0.43
and4b_1: 1 / 0.69
conb_1: 1 / 0.26
mux2_4: 1 / 1.0
nand2_1: 1 / 0.26
nand2b_1: 1 / 0.43
nand4_4: 1 / 1.5
nor4_4: 1 / 1.5
o22ai_1: 1 / 0.43
o31ai_1: 1 / 0.52
[metal layers]
layer	wire (um)	vias to the layer above
li1	-	605
met1	1620	571
met2	1260	36
met3	282	0
met4	0	0
met5	0	-
[critical path, cell delays in order]
cell             delay [ns]
clkdlybuf4s50_1        0.40
a222oi_1               0.40
mux2i_2                0.16
buf_4                  0.16
ha_2                   0.16
mux2_4                 0.26
a21oi_2                0.12
clkdlybuf4s15_1        0.18
[worst max path at each step]
stage     startpoint    endpoint  slack, ns  cells after the start
4_1_cts   DIGIT_3[1]  SEGMENT[0]      -0.09                      8
5_1_grt   DIGIT_3[1]  SEGMENT[4]       0.02                      8
6_report  DIGIT_3[1]  SEGMENT[4]       0.07                      8
[cell type report]
cell class	count	area, um^2	share of cell area [%]
inverter	16	60.1	3.01
clock buffer	4	45.0	2.26
timing repair buffer	39	382	19.1
sequential	21	526	26.4
tap	102	128	6.40
multi-input combinational	113	853	42.8
[power breakdown]
group,internal [uW],switching [uW]
combinational,49.0,28.6
sequential,265,0
clock,88.6,83.3
total,403,112
[cell families after synthesis]
logic type	Yosys count	synth area share (%)
compound gates	25	11.9
xor+xnor	14	8.51
fa+ha+maj	11	9.55
buf+inv	24	7.81
flops	21	36.5
mux	6	4.51
other cells	1	0.260
simple gates	52	21.0
[placed cells by master (no fill, tap or decap), drive strengths merged]
cell and n:
dfrtp 21, clkdlybuf4s50 21, nor2 18, inv 16
buf 11, ha 11, a21oi 10, nand3 8
xnor2 7, xor2 7, dlymetal6s2s 6, nand4 6
conb 5, mux2i 5, nor2b 4, a222oi 4
nor4 4, clkbuf 4, a21o 3, nor3 3
o21ai 2, and3 2, and2 2, and4 2
o31ai 1, a31oi 1, a21boi 1, and4b 1
a211o 1, a31o 1, nand2 1, mux2 1
nand2b 1, o22ai 1, clkdlybuf4s15 1
Power and IR drop assume default switching activity.
